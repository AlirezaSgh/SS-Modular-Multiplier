===== run.sh =====
#!/bin/bash
# OpenROAD 26Q1-2900-gdf79404cd8, Yosys 0.63+post, stock flow scripts
make -C /OpenROAD-flow-scripts/flow DESIGN_CONFIG=/design/flow/config.mk WORK_HOME=/design/flow/orfs finish

===== config.mk =====
export PLATFORM = sky130hd
export DESIGN_NAME = ssm
export DESIGN_NICKNAME = ssm
export VERILOG_FILES = /design/flow/design.v
export SDC_FILE = /design/flow/constraint.sdc
export NUM_CORES = 4
export LEC_CHECK = 1
export CORE_UTILIZATION = 40

===== design.v =====
module ssm #(parameter LEN = 32)(clk, rst, start, a_in, b_in, n_in, ready, p_out);
    input clk, rst, start;
    input [LEN-1:0] a_in, b_in, n_in;
    output ready;
    output[LEN-1:0] p_out;
    wire ready, clr_dp, ld_a, ld_b, ld_n, ld_p, 
         p_src, addr_src1_sel, addr_src2_sel, shr_b, shl_a, cen,
         co, b_i, n_lt_sel, clr_p;
    wire [1:0] src_a;
    ssm_dp #(LEN) dp (clk, rst, a_in, b_in, n_in, ld_a, ld_b, ld_n, ld_p, clr_dp,
                      clr_p, src_a, shl_a, shr_b, addr_src1_sel, addr_src2_sel, 
                      p_src, cen,
                      n_lt_sel, b_i, co, p_out);
    ssm_sm        sm (clk, rst, start, co, b_i, n_lt_sel, ready, clr_dp, clr_p, ld_a, ld_b, ld_n, ld_p, 
                      p_src, addr_src1_sel, addr_src2_sel, shr_b, shl_a, cen, src_a);
endmodule
module ssm_dp #(parameter LEN = 32) (clk, rst, a_in, b_in, n_in, ld_a, ld_b, ld_n, ld_p, clr_dp,
                                     clr_p, src_a, shl_a, shr_b, addr_src1_sel, addr_src2_sel, 
                                     p_src, cen,
                                     n_lt_sel, b_i, co, p_out);
    input clk, rst, ld_a, ld_b, ld_n, ld_p, clr_dp, clr_p, shl_a, shr_b, addr_src1_sel, addr_src2_sel, p_src, cen;
    input [1:0] src_a;
    input [LEN-1:0] a_in, b_in, n_in;
    output b_i, n_lt_sel, co;
    output [LEN-1:0] p_out;
    wire signed[LEN:0] selected_a, selected_p, adder_out, A, N, B;
    wire signed[LEN:0] selected_src1, selected_src2;
    wire [$clog2(LEN)-1:0] count;
    assign selected_a = (src_a == 2'd2) ? {1'b0, a_in} :
                        (src_a == 2'd1) ? adder_out :
                        A;
    assign selected_src1 = (addr_src1_sel) ? A : p_out;
    assign selected_src2 = (addr_src2_sel) ? (~{1'b0,N} + 1) : A;
    assign selected_p = (p_src) ? adder_out : p_out;
    assign adder_out = selected_src1 + selected_src2;
    assign n_lt_sel = (N < selected_src1) ? 1'b1 : 1'b0;
    assign b_i = B[0];
    sh_reg #(LEN + 1) A_reg (clk, rst, clr_dp, shl_a, 1'b0, ld_a, selected_a, A),
                      B_reg (clk, rst, clr_dp, 1'b0 , shr_b, ld_b, {1'b0, b_in}, B),
                      N_reg (clk, rst, clr_dp, 1'b0 , 1'b0, ld_n, {1'b0, n_in}, N),
                      P_reg (clk, rst, clr_p, 1'b0 , 1'b0, ld_p, selected_p, p_out);
    Counter #(LEN) cntr (clk, cen, rst, clr_dp, co, count);
endmodule  
module ssm_sm(clk, rst, start, co, b_i, n_lt_sel, ready, clr_dp, clr_p,ld_a, ld_b, ld_n, ld_p, 
              p_src, addr_src1_sel, addr_src2_sel, shr_b, shl_a, cen, src_a);
    input clk, rst, start, co, b_i, n_lt_sel;
    output reg ready, clr_dp, ld_a, ld_b, ld_n, ld_p, 
               p_src, addr_src1_sel, addr_src2_sel, shr_b, shl_a, cen, clr_p;
    output reg[1:0] src_a;
    localparam [2:0] S0_idle = 3'd0, S1_ld = 3'd1, S2_Add_c = 3'd2,
                     S3_sub_N = 3'd3, S4_sh_A = 3'd4, S5_Sub_A = 3'd5;
    reg [2:0] ns, ps;
    always @(posedge clk, posedge rst) begin
        if(rst)
            ps <= S0_idle;
        else
            ps <= ns;
    end
    always @(ps, start, co) begin
        case (ps)
            S0_idle:    ns <= (start) ? S1_ld : S0_idle;
            S1_ld  :    ns <= (start) ? S1_ld : S2_Add_c;
            S2_Add_c:   ns <= S3_sub_N;
            S3_sub_N:   ns <= S4_sh_A;
            S4_sh_A :   ns <= S5_Sub_A; 
            S5_Sub_A:   ns <= (co) ? S0_idle : S2_Add_c;
            default:    ns <= S0_idle;
        endcase
    end
    always @(ps, b_i, n_lt_sel) begin
        {ready, clr_dp, ld_a, ld_b, ld_n, ld_p, p_src, 
         addr_src1_sel, addr_src2_sel, shr_b, shl_a, cen, src_a, clr_p} = 15'd0;
        case (ps)
            S0_idle  :    {ready, clr_dp} = 2'b11;
            S1_ld    :    {ld_a, ld_b, ld_n, src_a, clr_p} = {3'b111,2'd2, 1'b1};
            S2_Add_c :    {ld_p, p_src, addr_src1_sel, addr_src2_sel} = {1'b1, b_i, 2'b00};
            S3_sub_N :    {ld_p, p_src, addr_src1_sel, addr_src2_sel} = {1'b1, n_lt_sel, 2'b01};
            S4_sh_A  :    {shl_a, cen} = 2'b11;
            S5_Sub_A :    {ld_a, shr_b, addr_src1_sel, addr_src2_sel ,src_a} = {4'b1111, (n_lt_sel) ? 2'd1 : 2'd0};
        endcase
    end
endmodule
module sh_reg #(parameter LEN = 32)(clk, rst, clr, shl, shr, ld, d_in, d_out);
    input clk, rst, clr, shl, shr, ld;
    input [LEN-1:0] d_in;
    output reg[LEN-1:0] d_out;
    always @(posedge clk, posedge rst) begin
        if(rst)
            d_out <= {(LEN){1'b0}};
        else if (clr)
            d_out <= {(LEN){1'b0}};
        else if (ld)
            d_out <= d_in;
        else if (shl)
            d_out <= d_out << 1;
        else if (shr)
            d_out <= d_out >> 1;
    end
endmodule
module Counter #(
    parameter integer MAX = 32,  
    parameter integer WIDTH = $clog2(MAX)  
)
(
    input clk, cen, rst, clr,
    output at_max,
    output reg [WIDTH - 1 : 0] count
);
always @(posedge clk, posedge rst) begin
    if (rst) begin
        count <= 0;
    end 
    else if (clr) begin
        count <= 0;
    end 
    else if (cen) begin
        if (at_max) begin
            count <= 0;
        end else if(cen) begin
            count <= count + {{(WIDTH - 1){1'b0}}, 1'b1};
        end
    end
end
assign at_max = (count == (MAX - 1));
endmodule

===== constraint.sdc =====
current_design ssm

set clk_period 20.9
set clk_io_pct 0.2

create_clock -name clk0 -period $clk_period [get_ports {clk}]

set non_clock_inputs [all_inputs -no_clocks]
set_input_delay [expr $clk_period * $clk_io_pct] -clock clk0 $non_clock_inputs
set_output_delay [expr $clk_period * $clk_io_pct] -clock clk0 [all_outputs]

==> results.md <==
| Stage | Metric | Value |
|---|---|---|
| detailed routing | Via count | 9304 |
| final timing | Max Slew Vio Count | 0 |
| final layout | Post-Layout Inst Area | 0.0126 mm^2 |
| final timing | Worst-case setup margin in the final layout | 14.78 ns |
| final layout | Final cell utilization of the core | 0.497 |
| floorplan | Die Wd | 163 um |
| global routing | Number of antenna violations at the first check in global routing | 0 |
| placement | Number of placed instances with taps included | 1635 |
| global routing | Wire length of the first global-routing pass | 48500 um |
| power and ir drop | Net switching fraction of the power | 0.474 |
| clock tree | TritonCTS clock tree | done |
| final layout | Area of the multi-input gates | 0.00641 mm^2 |
| worst setup path | Worst path slowest cell | sky130_fd_sc_hd__dfstp_4 |
| final layout | Area delta synth->final | 21.5% |
| placement | Area after detailed placement | 0.0119 mm^2 |
| final timing | Clock Skew | 0.00874 ns |
| detailed routing | Remaining DRCs | 0 |
| worst setup path | Cell Chain, Critical Path | clkdlybuf4s50_1 |
| synthesis | Cell taking the most area after synthesis | sky130_fd_sc_hd__dfrtp_1 |
| synthesis | Most frequent cells after synthesis | sky130_fd_sc_hd__nor2_1, sky130_fd_sc_hd__nand2_1, sky130_fd_sc_hd__dfrtp_1 |
| worst setup path | Required time reported for the critical path endpoint | 16.72 ns |
| placement | Number of I/O port buffers | 131 |
| worst setup path | Slowest cell delay on critical path | 0.94 ns |
| final layout | Fill cell count | 2390 |
| clock tree | Total of hold buffers inserted after clock tree synthesis | 0 |
| final timing | RSZ-0062 raised after global routing | no |
| placement | Final weighted congestion of routability-driven global placement | 0.934 |
| clock tree | Clock-pin slew on the worst setup and hold paths | 0.06 ns |
| synthesis | Cells in synth_stat.txt | 1236 |
| power and ir drop | Maximum vdd drop | 0.000108 V |
| placement | Half-perimeter wire length after placement | 21300 um |
| worst setup path | Startpoint types | register |
| power and ir drop | Clock power share | 0.146 |
| detailed routing | Iteration-0 DRC Markers | 587 |
| synthesis | Chip area in the Yosys report | 0.0104 mm^2 |
| synthesis | Cell count after synthesis | 1236 |
| final timing | Max Clock Freq | 163 MHz |
| final timing | Min Hold Slack | 0.448 ns |
| worst setup path | Kind of end point of the critical path | primary output |
| synthesis | Number of warnings issued by yosys | 4 |
| flow run | Tool warnings | 26 |
| floorplan | Number of top-level design ports | 132 |
| clock tree | Root cell of the clock tree | sky130_fd_sc_hd__clkbuf_16 |
| placement | Pre-CTS setup slack | 15.08 ns |
| detailed routing | Routed metal-1 wirelength | 14200 um |
| power and ir drop | Tot Pwr | 2.30 mW |
| detailed routing | Routed length per placed instance | 18.2 um |
| final timing | Final critical path time including I/O delays and setup | 6.12 ns |
| final layout | Final non-filler cell total | 1667 |
| detailed routing | Total antenna diodes in the routed design | 0 |
| synthesis | Synthesized registers | 140 |
| clock tree | Clock sink count | 140 |
| clock tree | Cells resized by post-CTS repair | 0 |
| power and ir drop | Internal | 1.21 mW |
| power and ir drop | Comb pwr share | 0.614 |
| power and ir drop | PwrDens | 183 mW/mm^2 |
| final timing | # setup viols final | 0 |
| detailed routing | Routed WL | 30300 um |
| global routing | Remaining Overflow, GRT | 0 |
| global routing | Global routing usage summed across all routing layers | 0.240 |
| final layout | Register area | 0.00352 mm^2 |
| final timing | Final Cycle Share | 0.293 |
| worst setup path | Largest delay contributor family on the critical path | flip-flops |
| worst hold path | Hold WC Path Type | reg2reg |
| clock tree | Buffer count from post-CTS setup fixing | 0 |
| power and ir drop | Proportion of power drawn by flip-flops and latches | 0.239 |
| worst setup path | Data arrival time of the worst path | 1.94 ns |
| detailed routing | Highest layer used for signal routing | met4 |
| flow run | Tally of max-capacitance violations | 0 |
| synthesis | Cell area leaders | sky130_fd_sc_hd__dfrtp_1, sky130_fd_sc_hd__mux2i_1, sky130_fd_sc_hd__ha_1 |
| clock tree | CTS Buf Count | 17 |
| run status | Result of the run | finished, final reports clean |
| synthesis | Number of flops mapped to enable cells by yosys | 0 |
| synthesis | Mapped Area | 0.0104 mm^2 |
| clock tree | H-tree levels | 4 |
| detailed routing | Detailed-routed wire length on met2 | 13800 um |
| final timing | Hold Fails Final Rpt | 0 |
| floorplan | Area of the die | 0.0265 mm^2 |
| synthesis | Number of library cell types mapped by synthesis | 72 |
| floorplan | Floorplan die height | 163 um |
| detailed routing | Vias per Instance | 5.58 |
| final layout | Layout cells sized above 1 | 0.0546 |
| synthesis | Area share, top type | 0.336 |
| detailed routing | Pre-antenna DRT Iters | 5 |
| global routing | Vias in the first global route | 8992 |
| global routing | Maximum number of pins on one net before global-route repair | 71 |
| worst setup path | Critical path start-end classification | reg2out |
| power and ir drop | Net Sw Power | 1.09 mW |
| clock tree | Largest buffer count on any clock path | 2 |
| synthesis | Sequential-to-total area share from yosys stat | 0.338 |
| synthesis | Dominant register cell in the synthesized netlist | sky130_fd_sc_hd__dfrtp_1 |
| final timing | Accumulated negative setup slack | 0 ns |
| synthesis | Fraction of synthesis flops using an asynchronous set or reset pin | 1.00 |
| worst setup path | Crit Path Max Fanout | 43 |
| floorplan | Rows | 58 |
| detailed routing | Final antenna-violating net count | 0 |
| final timing | Worst-margin pin slew | 0.848 ns |
| synthesis | Mean instance size in the synthesized netlist | 8.38 um^2 |
| final timing | Relative slew margins | 0.430 |
| floorplan | Core area | 0.0253 mm^2 |
| detailed routing | DR WL met3 | 1790 um |
| clock tree | Source-to-sink clock delay at the later pin of the worst-skew pair | 0.42 ns |
| floorplan | Floorplan utilization | 0.409 |
| power and ir drop | Total leakage power | 5.55 nW |
| worst setup path | Count of buffer and inverter cells on the critical path | 1 |
| synthesis | Most popular library cell in the synthesized design by count | sky130_fd_sc_hd__nor2_1 |
## per-layer routing
metal  up-vias  global-route usage
met2       271               0.377
met3        32              0.0405
met5         -                   0
met1      4389               0.360
met4         0              0.0408
li1       4612                   -
## cell usage in the layout, fill, tap and decap left out, types with 4 or more instances in the layout
cell,n
sky130_fd_sc_hd__a21o_1,20
sky130_fd_sc_hd__clkdlybuf4s50_1,131
sky130_fd_sc_hd__or4_1,4
sky130_fd_sc_hd__mux2i_1,103
sky130_fd_sc_hd__nor4_1,9
sky130_fd_sc_hd__buf_4,14
sky130_fd_sc_hd__nor3b_1,4
sky130_fd_sc_hd__nand2b_1,8
sky130_fd_sc_hd__o21bai_1,7
sky130_fd_sc_hd__dfrtp_1,137
sky130_fd_sc_hd__o31ai_1,31
sky130_fd_sc_hd__inv_1,48
sky130_fd_sc_hd__nand3_1,14
sky130_fd_sc_hd__xor2_1,33
sky130_fd_sc_hd__or2_2,6
sky130_fd_sc_hd__xnor2_1,19
sky130_fd_sc_hd__and4_1,4
sky130_fd_sc_hd__nor2_1,152
sky130_fd_sc_hd__o21ai_0,76
sky130_fd_sc_hd__a31oi_1,8
sky130_fd_sc_hd__o211a_1,5
sky130_fd_sc_hd__nor3_1,28
sky130_fd_sc_hd__a21oi_1,99
sky130_fd_sc_hd__a211oi_1,9
sky130_fd_sc_hd__and3_1,8
sky130_fd_sc_hd__bufinv_16,4
sky130_fd_sc_hd__o21a_1,6
sky130_fd_sc_hd__or3_1,7
sky130_fd_sc_hd__inv_6,6
sky130_fd_sc_hd__ha_1,67
sky130_fd_sc_hd__nand4_1,7
sky130_fd_sc_hd__nand2_1,142
sky130_fd_sc_hd__clkbuf_16,17
sky130_fd_sc_hd__o211ai_1,29
sky130_fd_sc_hd__a32o_1,5
## final timing paths
| path | startpoint | to | slack, ns | depth (start not counted) |
|---|---|---|---|---|
| worst max-delay path | sm.ps[0]$_DFF_PP1_ | ready | 14.78 | 1 |
| worst min-delay path | sm.ps[2]$_DFF_PP0_ | sm.ps[5]$_DFF_PP0_ | 0.45 | 0 |
| worst max register to register | dp.N_reg.d_out[0]$_DFFE_PP0N_ | dp.A_reg.d_out[32]$_DFFE_PP0P_ | 15.68 | 17 |
| worst min register to register | sm.ps[2]$_DFF_PP0_ | sm.ps[5]$_DFF_PP0_ | 0.45 | 0 |
| max in group asynchronous | rst | sm.ps[3]$_DFF_PP0_ | 15.62 | 3 |
| min in group asynchronous | rst | dp.B_reg.d_out[9]$_DFFE_PP0P_ | 4.15 | 2 |
## worst register-to-register path, delay by kind of cell (launching register included)
| kind | cells | cell delay (ns) |
|---|---|---|
| compound gates | 6 | 1.14 |
| xor+xnor | 1 | 0.23 |
| fa+ha+maj | 2 | 0.66 |
| buf+inv | 1 | 0.16 |
| flops | 1 | 0.41 |
| simple gates | 7 | 2.46 |
## flip-flops by register name (all words and copies together) (netlist names)
name / count
dp.A_reg.d_out: 33
dp.B_reg.d_out: 32
dp.N_reg.d_out: 32
dp.P_reg.d_out: 32
dp.cntr.count: 5
sm.ps: 6
## cells by family (layout without fill, tap and decap cells)
group                    after synthesis  after routing  share of synthesized area
AND-OR/OR-AND                        333            333                      0.205
buffers and inverters                125            226                     0.0461
adder cells (fa/ha/maj)               69             69                     0.0841
multiplexers                         105            105                      0.102
AND/OR/NAND/NOR                      412            412                      0.180
flip-flops                           140            140                      0.338
XOR/XNOR                              52             52                     0.0440
## power groups by stage
stage	Combinational, mW	Sequential (mW)	Clock (mW)
4_1_cts	1.41	0.550	0.344
5_1_grt	1.58	0.572	0.357
6_report	1.41	0.551	0.337
## layout make-up
type                            count  area share
Clock inverter                     14      0.0164
Clock buffer                       18      0.0349
Timing Repair Buffer              145       0.113
Inverter                           49      0.0150
Multi-Input combinational cell    971       0.509
Tap cell                          330      0.0328
Sequential cell                   140       0.279
Power and IR drop assume default switching activity.
